<file path="design/flow/design.v">
`timescale 1ns/1ps
package soc_pkg;
    parameter int DATA_WIDTH = 8;
    parameter int ADDR_WIDTH = 8;   
    parameter int REG_COUNT = 8;
    parameter int MEM_SIZE = 256;
    typedef logic [DATA_WIDTH-1:0] data_t;
    typedef logic [ADDR_WIDTH-1:0] addr_t;
    typedef logic [$clog2(REG_COUNT)-1:0] reg_index_t;
    function automatic logic [2:0] compare(input data_t x, input data_t y);
        logic [2:0] result;
        if (x == y) begin
            result = 3'b100;  
        end else if (x > y) begin
            result = 3'b001;  
        end else begin
            result = 3'b010;  
        end
        return result;
    endfunction
    typedef enum logic [3:0] {
        ALU_ADD  = 4'b0000,
        ALU_SUB  = 4'b0001,
        ALU_AND  = 4'b0010,
        ALU_OR   = 4'b0011,
        ALU_XOR  = 4'b0100,
        ALU_PASS = 4'b0101
    } alu_op_t;
    typedef enum logic [7:0] {
        OP_NOP   = 8'h00,
        OP_LOAD  = 8'h01,
        OP_STORE = 8'h02,
        OP_ADD   = 8'h03,
        OP_SUB   = 8'h04,
        OP_JUMP  = 8'h05
    } opcode_t;
    typedef struct packed {
        logic zero;
        logic carry;
        logic overflow;
        logic negative;
    } status_flags_t;
endpackage : soc_pkg
`timescale 1ns / 1ps
import soc_pkg::*;
module ripplecarry_adder(
    input  data_t a,         
    input  data_t b,         
    output data_t sum,       
    output logic carryOut    
);
    assign {carryOut, sum} = a + b;
endmodule
</file>
<file path="design/flow/run.sh">
#!/bin/bash
# OpenROAD 26Q1-2900-gdf79404cd8, Yosys 0.63+post, stock flow scripts
make -C /OpenROAD-flow-scripts/flow DESIGN_CONFIG=/design/flow/config.mk WORK_HOME=/design/flow/orfs finish
</file>
<file path="design/flow/config.mk">
export PLATFORM = sky130hd
export DESIGN_NAME = ripplecarry_adder
export DESIGN_NICKNAME = ripplecarry_adder
export VERILOG_FILES = /design/flow/design.v
export SDC_FILE = /design/flow/constraint.sdc
export NUM_CORES = 4
export LEC_CHECK = 1
export CORE_AREA = 10 10 70 70
export DIE_AREA = 0 0 80 80
export SYNTH_HDL_FRONTEND = slang
</file>
<file path="design/flow/constraint.sdc">
current_design ripplecarry_adder

set clk_period 6.3
set clk_io_pct 0.2

create_clock -name clk0 -period $clk_period

set non_clock_inputs [all_inputs -no_clocks]
set_input_delay [expr $clk_period * $clk_io_pct] -clock clk0 $non_clock_inputs
set_output_delay [expr $clk_period * $clk_io_pct] -clock clk0 [all_outputs]
</file>
==> run notes <==
yosys + openroad results -> status complete, no violations, synth cell count leaders ha_1, a21oi_1, nand2_1, GRT overflow 0, cts hold-fix bufs 0, Die Y ~80 um, Fmax between 200 and 250 MHz, Yosys top cell by area ha_1, initial antenna violation count 0, total power between 0.05 and 0.06 mW, max cap viols 0, n_diodes 0, First DRT Iteration DRCs 27, DR pass1 iterations 3, chip area about 6400 um2, Leak between 0.2 and 0.3 nW, crit path DRT roughly 5 ns, clkbuf count 0, WL/cell roughly 9.8 um, Slew Viols, Final 0, Worst EP arrival roughly 3.4 ns, post-layout util 0.185, worst slew pin tran about 0.35 ns, GRT Total Usage 0.0317, FP Util 0.0949, final hold vios 0, register area share after synthesis 0, Pint ~0.039 mW, Core Area about 3400 um2, IO Pins 25, setup bufs post-CTS 0, share of cells above drive strength 1 0.0149, storage element area 0 um2, Synth Warn # 0, Slew HR 0.762, die width around 80 um, Chip Area, Yosys 324 um2, largest net degree at the start of global routing 7, post-cts resize count 0, mapped cell area about 320 um2, PortBufs 25, RSZ-0062 raised after global routing no, DRC viols 0, Clock power frac 0, final setup fails 0, Log Warnings 32, Flop pwr share 0, power per cell area about 94 nW/um2, Synth top cell by count ha_1, critical path peak fanout 2, P_sw 0.0204 mW, TNS Setup 0 ns, cycle use final 0.732, Comb power frac 1.000, WS Path Type input port to output pin, Post-synth area hogs ha_1, a21oi_1, a311o_1, fa_1, xnor2_1, area grow syn2layout 95.0%, Syn Area/Cell between 7 and 8 um2, DR vias/cell 3.52, Worst VDD drop 0.0374 mV, cell total in the yosys stat output ~42, Yosys cell types 20, Final min period between 4 and 5 ns, final WL 1110 um, startpoint types input port, DP HPWL between 1000 and 1500 um, Hold Path Class input port to output pin, antenna-violating nets left 0, Area leader share 0.309, Sw Ratio 0.345, number of global-route vias before repair 379, CP Capture Type output pin, post-synthesis instance total about 42, RD Place Congestion about 0.74, Rows 21, Seq cells 0, total number of vias roughly 400, first-pass GRT wire length roughly 1700 um
## final cells by class
| class | count | area (um2) |
|---|---|---|
| inverter | 3 | 11.3 |
| timing repair buffer | 25 | 250 |
| multi-input combinational | 39 | 313 |
| fill | 382 | 2780 |
| tap | 46 | 57.6 |
## metrics by stage
step	area, um2	hold WS (ns)	worst slack (ns)	std cells
2_1_floorplan	324	2.59	2.73	42
3_3_place_gp	632	3.56	1.69	113
3_5_place_dp	632	3.56	1.68	113
4_1_cts	632	3.56	1.66	113
5_1_grt	632	3.58	1.55	113
6_report	632	3.55	1.69	113
## per-layer routing
| layer | wire length (um) | vias to the layer above | global-route usage | part of all wire |
|---|---|---|---|---|
| li1 | - | 212 | - | - |
| met2 | 421 | 16 | 0.0425 | 0.38 |
| met3 | 100 | 0 | 0.0114 | 0.090 |
| met5 | 0 | - | 0 | 0 |
| met4 | 0 | 0 | 0 | 0 |
| met1 | 588 | 170 | 0.0491 | 0.53 |
## cells in the final DEF, fill, tap and decap left out
cell	instances
clkdlybuf4s50_1	25
ha_1	8
a21oi_1	5
nand2_1	3
a21o_1	2
nand3_1	2
nor2_1	2
inv_1	2
nor2b_1	2
nor3_1	2
xnor2_1	2
a311o_1	2
xor2_1	2
o21ai_0	1
a2111oi_0	1
mux2i_1	1
a221oi_1	1
inv_2	1
nor4_1	1
o21bai_1	1
fa_1	1
## worst max-delay path: stages
cell	delay (ns)
clkdlybuf4s50_1	0.40
ha_1	0.23
fa_1	0.40
a21oi_1	0.21
nor2_1	0.07
nor2_1	0.15
xnor2_1	0.14
clkdlybuf4s50_1	0.49
## power by group through the flow
stage	logic, mW	clock network [mW]	registers [mW]
finish	0.0591	0	0
global route	0.0660	0	0
CTS	0.0605	0	0
## logic make-up after synthesis
family          count (synthesis)  synth area share
compound gates                 13             0.278
xor+xnor                        4             0.108
fa+ha+maj                       9             0.371
buf+inv                         3            0.0347
mux                             1            0.0309
simple gates                   12             0.178
## path summary, 6_finish.rpt
path / end / cells after the start / start / slack, ns
worst max-delay path: sum[6] / 8 / a[0] / 1.69
worst min-delay path: sum[0] / 3 / b[0] / 3.55
Power and IR drop assume default switching activity.
