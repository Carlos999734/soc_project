File: flow/run.sh
#!/bin/bash
# OpenROAD 26Q1-2900-gdf79404cd8, Yosys 0.63+post, stock flow scripts
make -C /OpenROAD-flow-scripts/flow DESIGN_CONFIG=/design/flow/config.mk WORK_HOME=/design/flow/orfs finish
File: flow/constraint.sdc
current_design comparator

set clk_period 1.6
set clk_io_pct 0.2

create_clock -name clk0 -period $clk_period

set non_clock_inputs [all_inputs -no_clocks]
set_input_delay [expr $clk_period * $clk_io_pct] -clock clk0 $non_clock_inputs
set_output_delay [expr $clk_period * $clk_io_pct] -clock clk0 [all_outputs]
File: flow/design.v
`timescale 1ns/1ps
package soc_pkg;
    parameter int DATA_WIDTH = 8;
    parameter int ADDR_WIDTH = 8;   
    parameter int REG_COUNT = 8;
    parameter int MEM_SIZE = 256;
    typedef logic [DATA_WIDTH-1:0] data_t;
    typedef logic [ADDR_WIDTH-1:0] addr_t;
    typedef logic [$clog2(REG_COUNT)-1:0] reg_index_t;
    function automatic logic [2:0] compare(input data_t x, input data_t y);
        logic [2:0] result;
        if (x == y) begin
            result = 3'b100;  
        end else if (x > y) begin
            result = 3'b001;  
        end else begin
            result = 3'b010;  
        end
        return result;
    endfunction
    typedef enum logic [3:0] {
        ALU_ADD  = 4'b0000,
        ALU_SUB  = 4'b0001,
        ALU_AND  = 4'b0010,
        ALU_OR   = 4'b0011,
        ALU_XOR  = 4'b0100,
        ALU_PASS = 4'b0101
    } alu_op_t;
    typedef enum logic [7:0] {
        OP_NOP   = 8'h00,
        OP_LOAD  = 8'h01,
        OP_STORE = 8'h02,
        OP_ADD   = 8'h03,
        OP_SUB   = 8'h04,
        OP_JUMP  = 8'h05
    } opcode_t;
    typedef struct packed {
        logic zero;
        logic carry;
        logic overflow;
        logic negative;
    } status_flags_t;
endpackage : soc_pkg
`timescale 1ns/1ps
import soc_pkg::*;  
module comparator(
    input  data_t a,        
    input  data_t b,        
    output logic equal,     
    output logic less,      
    output logic greater    
);
    logic [2:0] cmp_result;
    always_comb begin
        cmp_result = soc_pkg::compare(a, b);
    end
    assign equal   = cmp_result[2];   
    assign less    = cmp_result[1];   
    assign greater = cmp_result[0];   
endmodule  
File: flow/config.mk
export PLATFORM = sky130hd
export DESIGN_NAME = comparator
export DESIGN_NICKNAME = comparator
export VERILOG_FILES = /design/flow/design.v
export SDC_FILE = /design/flow/constraint.sdc
export NUM_CORES = 4
export LEC_CHECK = 1
export CORE_AREA = 10 10 70 70
export DIE_AREA = 0 0 80 80
export SYNTH_HDL_FRONTEND = slang
==> results.txt <==
The full implementation flow was run.

The final timing report derives a shortest allowable period of 1.68 ns. Yosys shows that the main logic family after synthesis is adder cells. The slew at the pin with the worst max-slew slack stands at 0.217 ns. The worst voltage drop across the vdd grid stands at 0.0818 mV. Per the timing report, the achievable frequency comes out to 595 MHz. The tightest min-delay check is of the in -> out type. The final antenna diode tally reported by the flow is 0.

The area fraction of the largest cell type after synthesis is 0.462. According to the Yosys statistics, the synthesized design has a chip area of 216 um^2. Per the post-synthesis report, the number of cells in the design is 30. In this run the standard cell core region covers 0.00342 mm^2.

The synthesized design spends more area on one cell type than any other, namely sky130_fd_sc_hd__ha_1. Per the final report, max-transition violations number 0. The post-synthesis to final-layout area growth stands at 160%. The layout summary lists the proportion of cells stronger than drive strength 1 as 0.811. The number of hold buffers added after cts stands at 0. The number of antenna violations at the first check in global routing came to 0. The total negative setup slack stands at -0.0978 ns.

The post-layout period usage of the worst path stands at 1.05. The detailed-route wire length stands at 954 um. Per the synthesis report, the simple-gate share of the synthesized area is 0.139. The DRC violation total left in the routed layout is recorded as 0. The critical path endpoint has a required time of 1.28 ns. The layout filler cell count stands at 382.

Data on the critical path arrives at its endpoint at 1.36 ns. The area fraction in compound gates after synthesis stands at 0.260. The final count of negative-setup-slack endpoints stands at 2.

The post-layout worst setup margin stands at -0.0793 ns. The report lists the number of standard-cell rows as 21. The checks that failed: setup timing.

The total die size stands at 0.00640 mm^2. The initial utilization of the core area, before any placement, comes to 0.0634. STA classifies the critical path startpoint as an input pin. The power report puts the leakage power at 0.231 nW. The mean cell area of the mapped netlist stands at 7.22 um^2. The post-detailed-route wirelength per cell stands at 9.64 um. The buffer_ports step reported a buffer count of 19. The sequential element share of the synthesized area stands at 0. Per the synthesis report, the XOR/XNOR share of the synthesized area is 0. Before antenna repair, the detailed router went through 2 iterations. Summing all flip-flop and latch instances after layout gives 0 um^2. The estimated wirelength of the detail-placed design stands at 737 um.

The synthesized netlist occupies a cell area of 216 um^2. Per the OpenROAD floorplan log, the height of the die is 80 um. The cell-mix breakdown from Yosys lists the adder-cell area share as 0.462. Yosys reports that the most numerous cell types are 8 x sky130_fd_sc_hd__ha_1, 8 x sky130_fd_sc_hd__inv_1, 3 x sky130_fd_sc_hd__a21oi_1.

In the final report, the number of hold violations comes to 0. The flow ran to the end, but the final reports show violations. The number of cells on the worst hold path is listed as 6.

The warning count from the yosys run stands at 0. After layout, the clock buffer instance count stands at 0. The number of standard cells reported by yosys stands at 30. The number of different library cells used by synthesis comes to 12. In the setup report, the worst path falls into the class in -> out. The worst hold path terminates at less. Detailed routing inserted a total of 279 vias. Yosys reports the multiplexer fraction of the synthesized area as 0. The via count of the first global-routing pass is 317. The remaining global-route overflow stands at 0. The flop count stands at 0. The footprint of the multi-input gates stands at 300 um^2. The total of max-cap violations stands at 0. The violation tally from detailed-route iteration zero stands at 2. Setup repair after global routing could not meet its margin everywhere. The horizontal die dimension reported for this design is 80 um.

The I/O pin count stands at 19. The global-route total usage across every layer stands at 0.0291. The pre-CTS setup slack stands at -0.857 ns.

Looking at hold timing, the worst path starts from a[7]. Sorting the synthesized cells by area gives the leading types as sky130_fd_sc_hd__ha_1 46%, sky130_fd_sc_hd__inv_1 14%, sky130_fd_sc_hd__a21oi_1 6.9%. The post-detailed-route via-to-cell ratio stands at 2.82. The worst setup path is captured at an output pin. The tool warning count for the run is 34. The count of nets left with antenna violations once routing finished came out at 0. Entering global routing, the biggest net connects 4 pins.

The wire length of the first global-routing pass stands at 1.52 mm. The power density of the placed cells stands at 245 mW/mm^2. Headroom to the max-slew limit came out at 0.854. The worst-path maximum fanout stands at 2. The final weighted congestion recorded by global placement is 0.785.

The core occupancy in the finished layout stands at 0.164.
## where the power goes
part,leakage [nW],internal [W],switching [W],total (W)
clock network,0,0,0,0
logic,0.231,0.0000803,0.0000571,0.000137
registers,0,0,0,0
total,0.231,0.0000803,0.0000571,0.000137
## worst max-delay path by stage
stage         startpoint    to  slack (ns)  cells past startpoint
global route        b[1]  less       -0.14                      9
finish              b[1]  less       -0.08                      9
CTS                 b[1]  less       -0.09                      9
## timing repair
item	CTS	global route
gates resized	85	12
buffers inserted	4	0
setup endpoints to repair	3	3
pin swaps	14	9
hold endpoints to repair	0	0
## worst max-delay path, stage by stage
cell	delay (ns)
sky130_fd_sc_hd__buf_6	0.07
sky130_fd_sc_hd__inv_4	0.03
sky130_fd_sc_hd__ha_4	0.25
sky130_fd_sc_hd__nor2b_4	0.13
sky130_fd_sc_hd__o211ai_2	0.09
sky130_fd_sc_hd__buf_4	0.15
sky130_fd_sc_hd__a31oi_4	0.14
sky130_fd_sc_hd__nor2_1	0.05
sky130_fd_sc_hd__buf_2	0.12
## stage by stage
stage	power [W]	hold slack [ns]	cell area (um^2)	instances
after floorplan	0.0000422	0.909	216	30
after global placement	0.000103	1.88	464	95
after detailed placement	0.000105	1.88	464	95
after CTS	0.000118	1.18	507	99
after global routing	0.000156	1.21	562	99
final	0.000137	1.15	562	99
## cell usage in the layout, fill, tap and decap left out
cell,synthesis,routed
sky130_fd_sc_hd__a21oi_2,1,2
sky130_fd_sc_hd__inv_2,0,6
sky130_fd_sc_hd__nand2_1,1,1
sky130_fd_sc_hd__nor2_1,2,2
sky130_fd_sc_hd__a21oi_1,3,2
sky130_fd_sc_hd__o22a_1,1,1
sky130_fd_sc_hd__buf_6,0,7
sky130_fd_sc_hd__o21ai_1,0,1
sky130_fd_sc_hd__a31oi_4,0,1
sky130_fd_sc_hd__inv_4,0,2
sky130_fd_sc_hd__ha_1,8,1
sky130_fd_sc_hd__buf_2,0,11
sky130_fd_sc_hd__clkbuf_2,0,1
sky130_fd_sc_hd__ha_4,0,7
sky130_fd_sc_hd__nor2b_4,0,1
sky130_fd_sc_hd__nand4_1,2,2
sky130_fd_sc_hd__buf_4,0,4
sky130_fd_sc_hd__o211ai_2,1,1
## cells by family after synthesis
logic type                 after synthesis
AOI/OAI and AO/OA                        8
adders and majority gates                8
buffers and inverters                    8
and+or+nand+nor                          6
## layer usage
| layer | vias to the layer above | wire length, um | global-route usage |
|---|---|---|---|
| li1 | 151 | - | - |
| met1 | 114 | 505 | 0.0409 |
| met2 | 14 | 341 | 0.0433 |
| met3 | 0 | 107 | 0.0114 |
| met4 | 0 | 0 | 0 |
| met5 | - | 0 | 0 |
## layout make-up
cell class         instances  share of cell area
multi-input cells         22               0.535
repair buffers            23               0.301
well taps                 46               0.102
inverters                  8              0.0624
No activity file was given, so power comes from the tool's default toggle rates.
